==> flow/design.v <==
module control_fsm (
    input logic clk, reset, start, stop,
    output logic [1:0] state
);
    typedef enum logic [1:0] {
        IDLE   = 2'b00,
        VOTING = 2'b01,
        DONE   = 2'b10
    } state_t;
    state_t current, next;
    always_ff @(posedge clk or posedge reset) begin
        if (reset)
            current <= IDLE;
        else
            current <= next;
    end
    always_comb begin
        next = current;
        case (current)
            IDLE:   if (start) next = VOTING;
            VOTING: if (stop)  next = DONE;
            DONE:   next = DONE;
        endcase
    end
    assign state = current;
endmodule
module vote_counter (
    input  logic clk,
    input  logic reset,
    input  logic enable,
    input  logic [1:0] vote_input,
    output logic [7:0] vote0,
    output logic [7:0] vote1,
    output logic [7:0] vote2,
    output logic [7:0] vote3
);
    logic [7:0] counts [3:0];
    always_ff @(posedge clk or posedge reset) begin
        if (reset) begin
            counts[0] <= 0;
            counts[1] <= 0;
            counts[2] <= 0;
            counts[3] <= 0;
        end else if (enable) begin
            case (vote_input)
                2'b00: counts[0] <= counts[0] + 1;
                2'b01: counts[1] <= counts[1] + 1;
                2'b10: counts[2] <= counts[2] + 1;
                2'b11: counts[3] <= counts[3] + 1;
            endcase
        end
    end
    assign vote0 = counts[0];
    assign vote1 = counts[1];
    assign vote2 = counts[2];
    assign vote3 = counts[3];
endmodule
module winner_logic (
    input  logic [7:0] vote0, vote1, vote2, vote3,
    output logic [1:0] winner_index,
    output logic [7:0] winner_votes
);
    always_comb begin
        winner_index = 2'd0;
        winner_votes = vote0;
        if (vote1 > winner_votes) begin
            winner_index = 2'd1;
            winner_votes = vote1;
        end
        if (vote2 > winner_votes) begin
            winner_index = 2'd2;
            winner_votes = vote2;
        end
        if (vote3 > winner_votes) begin
            winner_index = 2'd3;
            winner_votes = vote3;
        end
    end
endmodule
module top_module (
    input  logic clk,
    input  logic reset,
    input  logic start,
    input  logic stop,
    input  logic [1:0] vote_input,
    output logic [1:0] state,
    output logic [7:0] vote0, vote1, vote2, vote3,
    output logic [1:0] winner_index,
    output logic [7:0] winner_votes
);
    logic enable;
    control_fsm fsm_inst (
        .clk(clk),
        .reset(reset),
        .start(start),
        .stop(stop),
        .state(state)
    );
    assign enable = (state == 2'b01);  
    vote_counter vc_inst (
        .clk(clk),
        .reset(reset),
        .enable(enable),
        .vote_input(vote_input),
        .vote0(vote0),
        .vote1(vote1),
        .vote2(vote2),
        .vote3(vote3)
    );
    logic [1:0] temp_winner;
    logic [7:0] temp_votes;
    winner_logic wl_inst (
        .vote0(vote0),
        .vote1(vote1),
        .vote2(vote2),
        .vote3(vote3),
        .winner_index(temp_winner),
        .winner_votes(temp_votes)
    );
    assign winner_index = (state == 2'b10) ? temp_winner : 2'bxx;
    assign winner_votes = (state == 2'b10) ? temp_votes  : 8'hxx;
endmodule
==> flow/run.sh <==
#!/bin/bash
# OpenROAD 26Q1-2900-gdf79404cd8, Yosys 0.63+post, stock flow scripts
make -C /OpenROAD-flow-scripts/flow DESIGN_CONFIG=/design/flow/config.mk WORK_HOME=/design/flow/orfs finish
==> flow/config.mk <==
export PLATFORM = sky130hd
export DESIGN_NAME = top_module
export DESIGN_NICKNAME = top_module
export VERILOG_FILES = /design/flow/design.v
export SDC_FILE = /design/flow/constraint.sdc
export NUM_CORES = 4
export LEC_CHECK = 1
export CORE_UTILIZATION = 30
==> flow/constraint.sdc <==
current_design top_module

set clk_period 13.9
set clk_io_pct 0.2

create_clock -name clk0 -period $clk_period [get_ports {clk}]

set non_clock_inputs [all_inputs -no_clocks]
set_input_delay [expr $clk_period * $clk_io_pct] -clock clk0 $non_clock_inputs
set_output_delay [expr $clk_period * $clk_io_pct] -clock clk0 [all_outputs]
==> ci_impl_report.md <==
### Flow metrics

| Metric | Value |
|---|---|
| Status | `finished clean` |
| Clock latency (worst-skew pair) | `290 ps` |
| Leak Pwr | `1.50 nW` |
| Post-Syn Area | `2630 sq um` |
| Crit-path max FO | `13` |
| IO buf count | `49` |
| Sw Pwr | `0.186 mW` |
| CP Class | `flop to output port` |
| Hold Violations, Final | `0` |
| Arr. time, crit path | `6490 ps` |
| Ant diodes | `0` |
| R2R depth | `7` |
| Syn Area/Cell | `9.49 sq um` |
| Clock share of power | `17.4%` |
| RSZ-0062 raised after global routing | `no` |
| Rel. slew slack | `58.0%` |
| Yosys cell types | `54` |
| IO Count | `50` |
| Ratio of cells with drive above 1 in the final layout | `11.1%` |
| Fin crit period | `9270 ps` |
| Worst clock skew | `6.83 ps` |
| Ys flop type | `dfrtp_1` |
| M1 GR Usage | `24.0%` |
| Largest net degree at the start of global routing | `35` |
| Post-CTS sizing | `0` |
| Global-route usage over all layers | `15.1%` |
| Register share after synthesis | `32.4%` |
| Startpoint types | `flop` |
| Area leader, netlist | `dfrtp_1` |
| Vias | `2,186` |
| ANT nets after route | `0` |
| FF+latch count, synth | `34` |
| R2R Setup Slk | `11,500 ps` |
| Endpoint, Worst Hold | `vc_inst.counts[2][7]` |
| Hold Crit Class | `flop to flop` |
| Setup violators final | `0` |
| Initial drt markers | `77` |
| Max-slew violation count | `0` |
| Worst Hold Launch | `vc_inst.counts[2][7]` |
| Vias in the first global route | `2,119` |
| Worst hold path depth | `1` |
| 1st-pass router iterations | `4` |
| Placer Congestion | `0.858` |
| Number of enable flip-flop cells | `0` |
| Yosys warning total | `4` |
| Final period utilization | `66.7%` |
| PD cells | `148 nW/um^2` |
| Flop pwr share | `34.6%` |
| Fmax | `0.108 GHz` |
| Yosys stat area | `2630 sq um` |
| Reg2reg end | `vc_inst.counts[0][7]` |
| Reg clk slew, reported paths | `70 ps` |
| Top cells, area | `dfrtp_1 32%, ha_1 14%, xnor2_1 6.0%` |
| Combinational share of power | `48.0%` |
| Via/cell ratio | `4.99` |
| Fraction of registers with async set/reset | `100%` |
| Hold buffers post-CTS | `0` |
| Actual slew at the worst max-slew pin | `629 ps` |
| DR WL/cell | `14.2 um` |
| Grt met3 use | `2.43%` |
| TritonCTS clock tree | `yes` |
| Clock sink count | `34` |
| FP Util | `31.5%` |
| Initial antenna violation count | `0` |
| Post-Synthesis Cells | `277` |
| Num rows | `33` |
| Setup TNS | `0 ps` |
| Hpwl dp | `4.86 mm` |
| Internal power | `0.310 mW` |
| Final wirelength | `6.21 mm` |
| Core Area | `8340 sq um` |
| Worst VDD drop | `0.0803 mV` |
| # Post-CTS Setup Buffers | `0` |
| Top cell area share | `32.4%` |
| Met2 Resource Use GR | `22.4%` |
| Switching Fraction | `37.5%` |
| Max clock buf depth | `2` |
| Total grt overflow | `0` |
| FF-to-FF Start | `fsm_inst.current[1]` |
| Ys cells | `277` |
| H-tree depth | `2` |
| Worst path required time | `11,120 ps` |
| Cts bufs inserted | `5` |
| Worst setup EP type | `output port` |
| Clk root buf | `clkbuf_8` |
| Log Warnings | `27` |
| Die Y | `95.6 um` |
| Area grow syn2layout | `27.4%` |
| First-pass GRT wire length | `10.5 mm` |
| DRC | `0` |
| Layer with the highest usage | `met1` |
| Total die size | `9150 sq um` |
| Max-cap check violation count | `0` |
| Fin util | `40.2%` |
| Die Span X | `95.6 um` |
worst max-delay path, stage by stage, from the launching register on:
cell and delay (ps):
dfrtp_1 480, inv_1 170, ha_1 340, nand2b_1 80
a21oi_2 230, o21bai_1 130, a21oi_2 380, mux2_2 410
inv_1 60, ha_1 130, a21oi_1 60, o21ai_0 250
nor2_1 150, or2b_2 330, o31ai_2 490, nor4_1 140
or2_1 250, ha_1 290, nand3_1 110, nor2_1 50
a22o_1 220, a31oi_1 420, buf_4 280, nor4b_1 70
a221o_1 290, clkdlybuf4s50_1 410
layout make-up:
| cell class | instances | area, sq um |
|---|---|---|
| clock buffer | 8 | 110 |
| fill | 811 | 4990 |
| inverter | 27 | 101 |
| multi-input combinational | 213 | 1650 |
| sequential | 34 | 851 |
| tap | 105 | 131 |
| timing repair buffer | 51 | 505 |
power groups by stage:
stage     logic, mW  clock network, mW  registers, mW
5_1_grt       0.273             0.0941          0.178
4_1_cts       0.240             0.0890          0.172
6_report      0.238             0.0864          0.172
cells in the mapped netlist (2+ instances only):
master	count
a31oi_1	8
nor4_1	7
nor3_1	3
o21ai_0	8
nand2_1	19
a21oi_2	2
and3_1	4
inv_1	27
o21bai_1	2
a21o_1	2
or2_2	2
nor2_1	19
nand4_1	4
o31ai_1	7
o21a_1	2
nand3_1	14
dfrtp_1	34
xnor2_1	18
mux2_2	9
a21oi_1	5
mux2i_1	2
or2_1	6
ha_1	30
nand2b_1	2
nand3b_1	3
xor2_1	10
kinds of logic (layout without fill, tap and decap cells):
group	count (synthesis)	after routing	synth area share (%)
adders and majority gates	30	30	14.3
DFF	34	34	32.4
muxes	11	11	4.61
AOI/OAI and AO/OA	48	48	13.7
xor gates and xnor gates	28	28	9.32
and+or+nand+nor	96	96	20.8
buffers and inverters	30	86	4.85
placed cells by master, fill, tap and decap left out, types with 8 or more instances in the layout:
cell and instances:
a31oi_1 8, clkbuf_8 8, clkdlybuf4s50_1 49, dfrtp_1 34
ha_1 30, inv_1 27, mux2_2 9, nand2_1 19
nand3_1 14, nor2_1 19, o21ai_0 8, xnor2_1 18
xor2_1 10
through the flow:
step	cells	power [mW]	setup slack [ps]	instance area (sq um)	hold slack, ps
finish	438	0.496	4630	3350	537
global route	438	0.545	4140	3350	565
CTS	438	0.501	4630	3350	542
detailed placement	430	0.410	4960	3240	536
global placement	430	0.409	5030	3240	538
floorplan	277	0.303	6170	2630	463
metal layers:
layer / routed length (um) / up-vias
li1: - / 1110
met1: 3200 / 1018
met2: 2660 / 51
met3: 279 / 7
met4: 72 / 0
met5: 0 / -
sequential cells by signal, indices dropped and copies added (netlist names):
name and flops:
vc_inst.counts 32, fsm_inst.current 2
worst max-delay path by stage:
stage	startpoint	endpoint	slack (ps)	depth (start not counted)
5_1_grt	vc_inst.counts[0][1]	winner_votes[1]	4140	26
6_report	vc_inst.counts[0][1]	winner_votes[1]	4630	25
4_1_cts	vc_inst.counts[0][1]	winner_votes[1]	4630	25
Power figures rest on the tool's default switching activity, not on a simulated workload.
